==> design.v <==
module interlaken_dut_dummy( input interlaken_clock, 
                             input interlaken_reset, 
													   input [127:0] rx_datain0,
													   input [10:0] rx_chanin0,
													   input rx_enain0,
													   input rx_sopin0,        
													   input rx_eopin0,        
													   input rx_errin0,        
													   input [3:0] rx_mtyin0,  
													   input [127:0] rx_datain1,
													   input [10:0] rx_chanin1,
													   input rx_enain1,
													   input rx_sopin1,        
													   input rx_eopin1,        
													   input rx_errin1,        
													   input [3:0] rx_mtyin1,  
													   input [127:0] rx_datain2,
													   input [10:0] rx_chanin2,
													   input rx_enain2,
													   input rx_sopin2,        
													   input rx_eopin2,        
													   input rx_errin2,        
													   input [3:0] rx_mtyin2,  
													   input [127:0] rx_datain3,
													   input [10:0] rx_chanin3,
													   input rx_enain3,
													   input rx_sopin3,        
													   input rx_eopin3,        
													   input rx_errin3,        
													   input [3:0] rx_mtyin3,  
													   output reg [127:0] tx_datain0,
													   output reg [10:0] tx_chanin0,
													   output reg tx_enain0,
													   output reg tx_sopin0,
													   output reg tx_eopin0,
													   output reg tx_errin0,
													   output reg [3:0] tx_mtyin0,
													   output reg tx_bctlin0,
													   output reg [127:0] tx_datain1,
													   output reg [10:0] tx_chanin1,
													   output reg tx_enain1,
													   output reg tx_sopin1,
													   output reg tx_eopin1,
													   output reg tx_errin1,
													   output reg [3:0] tx_mtyin1,
													   output reg tx_bctlin1,
													   output reg [127:0] tx_datain2,
													   output reg [10:0] tx_chanin2,
													   output reg tx_enain2,
													   output reg tx_sopin2,
													   output reg tx_eopin2,
													   output reg tx_errin2,
													   output reg [3:0] tx_mtyin2,
													   output reg tx_bctlin2,
													   output reg [127:0] tx_datain3,
													   output reg [10:0] tx_chanin3,
													   output reg tx_enain3,
													   output reg tx_sopin3,
													   output reg tx_eopin3,
													   output reg tx_errin3,
													   output reg [3:0] tx_mtyin3,
													   output reg tx_bctlin3
													   );
  always @(posedge interlaken_clock) begin
  	if(!interlaken_reset) begin
		  tx_datain0 <= 128'b0;
		  tx_chanin0 <= 11'b0;
		  tx_enain0  <= 1'b0;
		  tx_sopin0  <= 1'b0;
		  tx_eopin0  <= 1'b0;
		  tx_errin0  <= 1'b0;
		  tx_mtyin0  <= 4'b0;
		  tx_bctlin0 <= 1'b1;
		  tx_datain1 <= 128'b0;
		  tx_chanin1 <= 11'b0;
		  tx_enain1  <= 1'b0;
		  tx_sopin1  <= 1'b0;
		  tx_eopin1  <= 1'b0;
		  tx_errin1  <= 1'b0;
		  tx_mtyin1  <= 4'b0;
		  tx_bctlin1 <= 1'b1;
		  tx_datain2 <= 128'b0;
		  tx_chanin2 <= 11'b0;
		  tx_enain2  <= 1'b0;
		  tx_sopin2  <= 1'b0;
		  tx_eopin2  <= 1'b0;
		  tx_errin2  <= 1'b0;
		  tx_mtyin2  <= 4'b0;
		  tx_bctlin2 <= 1'b1;
		  tx_datain3 <= 128'b0;
		  tx_chanin3 <= 11'b0;
		  tx_enain3  <= 1'b0;
		  tx_sopin3  <= 1'b0;
		  tx_eopin3  <= 1'b0;
		  tx_errin3  <= 1'b0;
		  tx_mtyin3  <= 4'b0;
		  tx_bctlin3 <= 1'b1;
  	end
  	else begin
  		tx_datain0 <= rx_datain0;
		  tx_chanin0 <= rx_chanin0;
		  tx_enain0  <= rx_enain0;
		  tx_sopin0  <= rx_sopin0;
		  tx_eopin0  <= rx_eopin0;
		  tx_errin0  <= rx_errin0;
		  tx_mtyin0  <= rx_mtyin0;
		  tx_datain1 <= rx_datain1;
		  tx_chanin1 <= rx_chanin1;
		  tx_enain1  <= rx_enain1;
		  tx_sopin1  <= rx_sopin1;
		  tx_eopin1  <= rx_eopin1;
		  tx_errin1  <= rx_errin1;
		  tx_mtyin1  <= rx_mtyin1;
		  tx_datain2 <= rx_datain2;
		  tx_chanin2 <= rx_chanin2;
		  tx_enain2  <= rx_enain2;
		  tx_sopin2  <= rx_sopin2;
		  tx_eopin2  <= rx_eopin2;
		  tx_errin2  <= rx_errin2;
		  tx_mtyin2  <= rx_mtyin2;
		  tx_datain3 <= rx_datain3;
		  tx_chanin3 <= rx_chanin3;
		  tx_enain3  <= rx_enain3;
		  tx_sopin3  <= rx_sopin3;
		  tx_eopin3  <= rx_eopin3;
		  tx_errin3  <= rx_errin3;
		  tx_mtyin3  <= rx_mtyin3;
  	end
  end
endmodule
==> run.sh <==
#!/bin/bash
# OpenROAD 26Q1-2900-gdf79404cd8, Yosys 0.63+post, stock flow scripts
make -C /OpenROAD-flow-scripts/flow DESIGN_CONFIG=/design/flow/config.mk WORK_HOME=/design/flow/orfs finish
==> config.mk <==
export PLATFORM = sky130hd
export DESIGN_NAME = interlaken_dut_dummy
export DESIGN_NICKNAME = interlaken_dut_dummy
export VERILOG_FILES = /design/flow/design.v
export SDC_FILE = /design/flow/constraint.sdc
export NUM_CORES = 4
export LEC_CHECK = 1
export CORE_AREA = 10 10 454 454
export DIE_AREA = 0 0 464 464
==> constraint.sdc <==
current_design interlaken_dut_dummy

set clk_period 1.0
set clk_io_pct 0.2

create_clock -name clk0 -period $clk_period [get_ports {interlaken_clock}]

set non_clock_inputs [all_inputs -no_clocks]
set_input_delay [expr $clk_period * $clk_io_pct] -clock clk0 $non_clock_inputs
set_output_delay [expr $clk_period * $clk_io_pct] -clock clk0 [all_outputs]
==> flow_metrics.tcl <==
# implementation run metrics
set metrics [dict create \
    die_x_um 464 \
    clock_path_buffers 3 \
    synth_cell_types 7 \
    grt_use_total 0.168 \
    crit_path_end_kind "primary output" \
    dr.pass1.iters 4 \
    syn_inst 1246 \
    setup_viol 588 \
    ys_seq_frac 0.743 \
    setup_ws_ps -377 \
    vias_per_cell 2.82 \
    yosys_warnings 1 \
    top_area_cell "dfxtp_1" \
    htree_levels 3 \
    yosys-top-cells-count "and2_1, dfxtp_1, clkbuf_2" \
    crit_family "flip-flops" \
    dieArea_um2 215000 \
    numCtsBuffers 79 \
    place_inst 5002 \
    grt_pass1_vias 15200 \
    syn_area_um2 15800 \
    die_h_um 464 \
    crit_fanout 1 \
    hold_ws_ps 77.6 \
    layout_min_cycle_time_ps 1380 \
    peakVddDrop_mv 1.94 \
    cp_num_buf_inv 1 \
    power.density_nw_per_um2 1810 \
    overflow 0 \
    top_cell_area_share 0.743 \
    yosys-stat-cells 1246 \
    rsz0062_at_grt "true" \
    instances_no_fill 5208 \
    first_iter_violations 607 \
    edf_count 0 \
    syn_avg_cell_area_um2 12.7 \
    maxCapViolCount 0 \
    cts.sinks 588 \
    hold_viol 0 \
    cts_tree "built" \
    leakage_nw 14.3 \
    ios 1182 \
    rows 162 \
    cts-root-buf "clkbuf_16" \
    status "finished with violations" \
    wl_per_cell_um 35.2 \
    drt_wl_total_um 183000 \
    violations "setup timing" \
    crit_type "flip-flop to primary output" \
    max_stage_delay_ps 340 \
    critPathLaunchType "flip-flop" \
    drcViolationCount 0 \
    fmax_mhz 726 \
    via_count 14700 \
    arrival_ps 1180 \
    fin_setup_tns_ps -185620 \
    synth.area.top_cells "dfxtp_1, and2_1, clkbuf_2" \
    finalClockPeriodUsage 1.38 \
    critPathSlowestCell "dfxtp_2" \
    postCtsSetupBuffers 0 \
    openroad.warnings 27 \
    hold_path_class "primary input to flip-flop" \
    antenna_found_initial 241 \
    initCoreUtil 0.0811 \
    drive_above_1_share 0.447 \
    register_area_um2 12300 \
    dp.final_hpwl_um 166000 \
    cp.required_ps 800 \
    grt_max_degree 76 \
    ys_area_um2 15800 \
    grt_pass1_wl_um 218000 \
    synthFlopType "dfxtp_1" \
    area_delta_synth_final_pct 122 \
    synth_flops 588 \
    logic_area_um2 3710 \
    ant_nets 0 \
    cp_cell_sequence "buf_12" \
    core-area_um2 195000 \
    portBuffers 1177 \
    path_clk_slew_ps 60 \
    final-max-slew-violation-count 0 \
    nFillCells 21400 \
    async_flop_share 0 \
    routabilityCongestion 0.965 \
]
==> cell families after synthesis <==
kind of cell,count (synthesis),share of synthesized area
flops,588,0.743
other cells,1,0.000237
simple gates,588,0.232
buf+inv,69,0.0246
==> report_power, final <==
group	internal [W]	switching, W	leakage (nW)	total, W
clock network	0.0184	0.0118	1.33	0.0302
logic	0.00508	0.00311	7.93	0.00819
registers	0.0249	0.000608	5.01	0.0255
total	0.0484	0.0155	14.3	0.0639
==> metrics by stage <==
stage               cell area [µm²]   util  power (W)  worst slack, ps
floorplan                     15900      -     0.0262              144
global placement              32400  0.166     0.0344             -284
detailed placement            32400  0.166     0.0344             -258
CTS                           34900  0.179     0.0653             -492
global route                  35100  0.180     0.0666             -467
finish                        35200  0.180     0.0639             -377
==> cells in the final DEF (no fill, tap or decap), types with 5 or more instances in the layout <==
cell type / netlist / routed
and2_1: 588 / 580
buf_12: 0 / 188
buf_2: 9 / 261
buf_4: 5 / 8
buf_6: 5 / 150
bufinv_16: 0 / 10
clkbuf_1: 0 / 9
clkbuf_16: 0 / 84
clkbuf_8: 0 / 8
clkdlybuf4s50_1: 0 / 588
clkinv_2: 0 / 8
clkinv_4: 0 / 5
clkinvlp_4: 0 / 5
dfxtp_1: 588 / 191
dfxtp_2: 0 / 397
diode_2: 0 / 34
dlygate4sd3_1: 0 / 36
inv_6: 0 / 5
==> what timing repair did <==
| item | 4_1_cts | 5_1_grt |
|---|---|---|
| gates resized | 1666 | 79 |
| gates cloned | 0 | 0 |
| hold buffers | 37 | 0 |
| hold endpoints to repair | 42 | 0 |
| pin swaps | 0 | 0 |
| setup endpoints to repair | 588 | 915 |
==> path summary, 6_finish.rpt <==
path / from / to / slack (ps) / depth (start not counted)
worst max-delay path: tx_datain0[78] / tx_datain0[78] / -380 / 1
worst min-delay path: rx_datain2[55] / tx_datain2[55] / 80 / 2
==> final cells by class <==
cell class | instances | share of cell area
repair buffers | 1235 | 0.373
flip-flops and latches | 588 | 0.348
multi-input cells | 592 | 0.105
well taps | 2624 | 0.0933
clock buffers | 101 | 0.0638
clock inverters | 34 | 0.0137
diodes | 34 | 0.00242
==> sequential cells by signal (all words and copies together) (netlist names), 4 cells and up <==
register	cells
tx_datain2	128
tx_chanin2	11
tx_chanin0	11
tx_mtyin3	4
tx_mtyin1	4
tx_datain3	128
tx_datain1	128
tx_mtyin2	4
tx_mtyin0	4
tx_datain0	128
tx_chanin1	11
tx_chanin3	11
==> per-layer routing <==
metal	up-vias	track usage	part of all wire
met4	96	0.0265	0.028
met3	473	0.171	0.22
met2	1254	0.260	0.44
li1	6306	-	-
met5	-	0	0.0034
met1	6563	0.159	0.31
Power and IR drop assume default switching activity.
